**design/flow/run.sh**
```bash
#!/bin/bash
# OpenROAD 26Q1-2900-gdf79404cd8, Yosys 0.63+post, stock flow scripts
make -C /OpenROAD-flow-scripts/flow DESIGN_CONFIG=/design/flow/config.mk WORK_HOME=/design/flow/orfs finish
```
**design/flow/design.v**
```verilog
module traffic_controller(
    output reg [2:0] w_to_e,  
    output reg [2:0] w_to_n,  
    output reg [2:0] e_to_w,  
    output reg [2:0] e_to_n,  
    output reg [2:0] n_to_e,  
    output reg [2:0] n_to_w,  
    input wire clk,
    input wire rst
);
    parameter [2:0] PHASE1 = 3'b000;
    parameter [2:0] PHASE2 = 3'b001;
    parameter [2:0] PHASE3 = 3'b010;
    parameter [2:0] RED = 3'b100;
    parameter [2:0] YELLOW = 3'b010;
    parameter [2:0] GREEN = 3'b001;
    parameter [2:0] RED_YELLOW = 3'b110;
    parameter [1:0] RY = 2'b00;  
    parameter [1:0] G = 2'b01;   
    parameter [1:0] Y = 2'b10;   
    parameter [1:0] R = 2'b11;   
    reg [2:0] state;
    reg [1:0] sub_state;
    reg [26:0] count;  
    parameter [26:0] COUNT_THRESHOLD = 27'd100_000_000;
    always @(posedge clk or posedge rst) begin
        if (rst) begin
            state <= PHASE1;
            sub_state <= RY;
            count <= 27'b0;
        end else begin
            if (count >= COUNT_THRESHOLD - 1) begin
                count <= 27'b0;
                if (sub_state == R) begin
                    sub_state <= RY;
                    if (state != PHASE3)  state <= state + 1;
                    else state <= PHASE1;  
                end else begin
                    sub_state <= sub_state + 1;
                end
            end else begin
                count <= count + 1;
            end
        end
    end
    always @(state or sub_state) begin
        w_to_e = RED;
        w_to_n = RED;
        e_to_w = RED;
        e_to_n = RED;
        n_to_e = RED;
        n_to_w = RED;
        case (state)
            PHASE1: begin
                case (sub_state)
                    RY: begin
                        w_to_e = RED_YELLOW;
                        e_to_w = RED_YELLOW;
                        e_to_n = RED_YELLOW;
                    end
                    G: begin
                        w_to_e = GREEN;
                        e_to_w = GREEN;
                        e_to_n = GREEN;
                    end
                    Y: begin
                        w_to_e = YELLOW;
                        e_to_w = YELLOW;
                        e_to_n = YELLOW;
                    end
                    R: begin
                        w_to_e = RED;
                        e_to_w = RED;
                        e_to_n = RED;
                    end
                endcase
            end
            PHASE2: begin
                case (sub_state)
                    RY: begin
                        w_to_e = RED_YELLOW;
                        w_to_n = RED_YELLOW;
                        n_to_w = RED_YELLOW;
                    end
                    G: begin
                        w_to_e = GREEN;
                        w_to_n = GREEN;
                        n_to_w = GREEN;
                    end
                    Y: begin
                        w_to_e = YELLOW;
                        w_to_n = YELLOW;
                        n_to_w = YELLOW;
                    end
                    R: begin
                        w_to_e = RED;
                        w_to_n = RED;
                        n_to_w = RED;
                    end
                endcase
            end
            PHASE3: begin
                case (sub_state)
                    RY: begin
                        n_to_e = RED_YELLOW;
                        n_to_w = RED_YELLOW;
                        e_to_n = RED_YELLOW;
                    end
                    G: begin
                        n_to_e = GREEN;
                        n_to_w = GREEN;
                        e_to_n = GREEN;
                    end
                    Y: begin
                        n_to_e = YELLOW;
                        n_to_w = YELLOW;
                        e_to_n = YELLOW;
                    end
                    R: begin
                        n_to_e = RED;
                        n_to_w = RED;
                        e_to_n = RED;
                    end
                endcase
            end
        endcase
    end
endmodule
```
**design/flow/constraint.sdc**
```tcl
current_design traffic_controller

set clk_period 5.4
set clk_io_pct 0.2

create_clock -name clk0 -period $clk_period [get_ports {clk}]

set non_clock_inputs [all_inputs -no_clocks]
set_input_delay [expr $clk_period * $clk_io_pct] -clock clk0 $non_clock_inputs
set_output_delay [expr $clk_period * $clk_io_pct] -clock clk0 [all_outputs]
```
**design/flow/config.mk**
```make
export PLATFORM = sky130hd
export DESIGN_NAME = traffic_controller
export DESIGN_NICKNAME = traffic_controller
export VERILOG_FILES = /design/flow/design.v
export SDC_FILE = /design/flow/constraint.sdc
export NUM_CORES = 4
export LEC_CHECK = 1
export CORE_AREA = 10 10 108 108
export DIE_AREA = 0 0 118 118
```
==> changes_impl.md <==
### Changed

- HP Class: reg2reg
- OpenROAD warning count: 28
- Largest net degree at the start of global routing: 33
- Worst slew pin tran: between 700 and 800 ps
- HPWL Detailed: 2.46 mm
- Die height: 118 um
- RR Startpoint: count[0]
- Most instantiated logic cells after routing: nor2_1 (36), dfrtp_1 (32), clkdlybuf4s50_1 (19)
- Gpl congestion: 0.804
- Routed WL: 3.47 mm
- Post-synthesis sequential area ratio: 45.5%
- Final Util: around a quarter
- # hold bufs at CTS: 0
- Post-synthesis cell count: 190
- YS chip area: 1760 um2
- GRT Total Usage: 4.86%
- Ys flops: 32
- CTS clk-pin slew, worst paths: 60 ps
- ANT nets after route: 0
- Post-synthesis cell type count: 38
- Final setup TNS: 0 ps
- Area delta synth->final: 24.1%
- Cts repair resizes: 0
- Critical Path Fanout Max: 5
- CP Launch Point: sub_state[0]
- Share of cells above drive strength 1: 7.08%
- Relative slew margins: 46.6%
- Placement Cell Area: 2090 um2
- Vias in the first global route: 1,280
- Yosys warns: 1
- CTS buffer count: 5
- Final Critical Period: 3110 ps
- CTS tree: built
- Worst EP arrival: 2030 ps
- DR iter-0 viols: roughly 83
- I/O Buffers: 19
- First-pass GRT wire length: 6.00 mm
- Post-synthesis cell area: 1760 um2
- Fill count: 1,006
- Congestion Overflow GR: 0
- Postcts setup bufs: 0
- Cell Rows: 35
- Clock Path Buffers: 2
- Post-route clock period utilization: 57.6%
- Via Count: about 1,300
- First-pass DRT Iterations: 4
- Clk sinks: 32
- Dominant logic cell type in the layout: nor2_1
- Yosys Instances: 190
- Worst path required time: 4320 ps
- Clk root buf: clkbuf_8
- Final hold vios: 0
- Design area: 2180 um2
- Routed wire length per instance: between 10 and 15 um
- Syn Area/Cell: 9.26 um2
- Kind of critical path: reg2out
- F_max: 322 MHz
- Post-route DRC: 0
- Pwr Density: 202 nW/um2
- Pwr Total: 0.000441 W
- Worst-Skew Late Latency: 280 ps
- Final Skew: 4.90 ps
- Max rail drop VDD: roughly 0.077 mV
- Hold Crit Start: count[0]
- Core footprint: just over 9000 um2
- Status: finished clean
- Crit start category: flip-flop
- Setup crit end kind: output pin
- Vias/cell: 3.95
- # IOs: 20
- Initial antenna violation count: 0
- Antenna fix cells: 0
- Max Cap Viol: 0
- Final setup viols: 0
- Leak pwr: 0.961 nW
- Die W: ~120 um
- Die area: 13,900 um2
- FP Core Util: 18.9%
- Final slew viol count: 0
- Hold slack: 493 ps
- Unrepaired setup endpoints after global routing: no
- H-tree Lvls: 2
-- routing by layer --
metal / GRT usage [%] / vias up / share of wire [%]
li1: - / 692 / -
met1: 6.61 / 638 / 48
met2: 7.97 / 10 / 47
met3: 0.681 / 7 / 2.0
met4: 1.16 / 0 / 2.5
met5: 0 / - / 0
-- through the flow --
step	worst slack (ps)	instances
6_report	2290	341
5_1_grt	2210	341
4_1_cts	2280	341
3_5_place_dp	2600	334
3_3_place_gp	2640	334
2_1_floorplan	3130	190
-- path summary, 6_finish.rpt --
path | slack (ps) | cells past startpoint | end
worst max-delay path | 2290 | 6 | e_to_n[2]
min in group asynchronous | 1180 | 3 | sub_state[1]
max in group asynchronous | 3930 | 3 | count[9]
worst min-delay path | 490 | 1 | count[0]
worst min register to register | 490 | 1 | count[0]
worst max register to register | 3030 | 6 | sub_state[0]
-- cell families after synthesis --
kind of cell / share of synthesized area [%]
simple gates: 28.5
mux: 0.640
flops: 45.5
compound gates: 6.12
fa+ha+maj: 3.56
xor+xnor: 12.4
buf+inv: 3.27
-- critical path: stages, from the launching register on --
cell and delay, ps:
dfrtp_1 400, inv_1 90, ha_1 360, nand2_1 80, or2_2 280, and2_1 140
clkdlybuf4s50_1 410
-- power breakdown --
part / switching, W / total (W) / internal, W
clock: 0.0000821 / 0.000195 / 0.000113
combinational: 0.00000454 / 0.00000570 / 0.00000116
sequential: 0 / 0.000240 / 0.000240
total: 0.0000866 / 0.000441 / 0.000354
-- cell type report --
class	count	area, um2	share of cell area (%)
Timing Repair Buffer	20	198	9.05
Inverter	7	26.3	1.20
Tap cell	129	161	7.39
Sequential cell	32	801	36.7
Multi-Input combinational cell	146	901	41.3
Clock buffer	7	96.3	4.41
-- cells in the mapped netlist, drive strengths merged --
cell type | instances | area (um2)
a21oi | 2 | 10.0
nand2b | 2 | 12.5
nand4b | 1 | 8.76
nand4 | 7 | 43.8
o221ai | 1 | 8.76
and3 | 6 | 37.5
a31oi | 1 | 6.26
and2 | 6 | 37.5
inv | 7 | 26.3
nand2 | 9 | 33.8
xnor2 | 9 | 78.8
dfrtp | 32 | 801
nand3b | 1 | 7.51
o221a | 1 | 11.3
buf | 3 | 23.8
or3 | 1 | 6.26
nor3b | 1 | 7.51
nor4 | 3 | 25.0
o21bai | 1 | 7.51
and4 | 1 | 8.76
or2 | 3 | 18.8
nand3 | 13 | 65.1
ha | 5 | 62.6
clkbuf | 2 | 7.51
a211oi | 1 | 12.5
xor2 | 16 | 140
nor2 | 36 | 135
a211o | 1 | 8.76
o2bb2ai | 1 | 8.76
nor3 | 8 | 40.0
mux2 | 1 | 11.3
o21ai | 5 | 25.0
nor2b | 2 | 12.5
o2111ai | 1 | 8.76
-- flip-flops by register name, summed over array words and instances (netlist names) --
| signal | cells |
|---|---|
| count | 27 |
| state | 3 |
| sub_state | 2 |
No activity file was given, so power comes from the tool's default toggle rates.
